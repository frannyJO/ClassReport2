$ cat /design/flow/config.mk
export PLATFORM = sky130hd
export DESIGN_NAME = sseg_setter
export DESIGN_NICKNAME = sseg_setter
export VERILOG_FILES = /design/flow/design.v
export SDC_FILE = /design/flow/constraint.sdc
export NUM_CORES = 4
export LEC_CHECK = 1
export CORE_AREA = 10 10 98 98
export DIE_AREA = 0 0 108 108
$ cat /design/flow/design.v
`timescale 1ns / 1ps
module TwotoFourDecoder(
    input logic [1:0] TwoIn,
    output logic [3:0] FourOut
    );
    always_comb
        case (TwoIn)
            2'b00: FourOut = 4'b0111;
            2'b01: FourOut = 4'b1011;
            2'b10: FourOut = 4'b1101;
            default: FourOut = 4'b1110;
        endcase 
endmodule
`timescale 1ns / 1ps
module count_n#(parameter N=20)(
    input logic clk,
    input logic rst,
    input logic cw,
    input logic en,
    output logic [N-1:0] count
    );
    parameter ZERO={N,(1'b0)};
    logic [N-1:0] counter, n_counter;
    always_ff @(posedge clk, posedge rst)
    if(rst)
       counter<=ZERO;
    else
       counter<=n_counter;
    always_comb 
       if(en)
          if(cw)
             n_counter = counter+1;
          else
             n_counter=counter-1;
       else
          n_counter=counter;    
    assign count=counter;
endmodule
`timescale 1ns / 1ps
module mux_sseg#(parameter N=7)(
    input logic [N-1:0] in0,
    input logic [N-1:0] in1,
    input logic [N-1:0] in2,
    input logic [N-1:0] in3,
    input logic [1:0] sel,
    output logic [N-1:0] sseg
    );
    parameter [6:0] A=2'b00;
    parameter [6:0] B=2'b01;
    parameter [6:0] C=2'b10;
    parameter [6:0] D=2'b11;
    always_comb
        case(sel)
        A: sseg = in0;
        B: sseg = in1;
        C: sseg = in2;
        D: sseg = in3;
        default: sseg = 7'bzzzzzzz;
        endcase
endmodule
`timescale 1ns / 1ps
module sseg_setter(
    input logic [27:0] ssegValues, 
    input logic en,
    input logic clk, rst,
    output logic [6:0] sseg,
    output logic [3:0] an
    );
    logic [19:0] count2;
    mux_sseg# (.N(7)) DUT(
        .in0(ssegValues[27:21]), 
        .in1(ssegValues[20:14]), 
        .in2(ssegValues[13:7]), 
        .in3(ssegValues[6:0]), 
        .sel(count2[20-1:20-2]),   
        .sseg(sseg)
     );
     count_n# (.N(20)) DUT2(
        .clk(clk),          
        .rst(rst),        
        .en(en),          
        .count(count2)
     );
     TwotoFourDecoder deco(
        .TwoIn(count2[20-1:20-2]),
        .FourOut(an)
    );
endmodule
$ cat /design/flow/constraint.sdc
current_design sseg_setter

set clk_period 4.1
set clk_io_pct 0.2

create_clock -name clk0 -period $clk_period [get_ports {clk}]

set non_clock_inputs [all_inputs -no_clocks]
set_input_delay [expr $clk_period * $clk_io_pct] -clock clk0 $non_clock_inputs
set_output_delay [expr $clk_period * $clk_io_pct] -clock clk0 [all_outputs]
$ cat /design/flow/run.sh
#!/bin/bash
# OpenROAD 26Q1-2900-gdf79404cd8, Yosys 0.63+post, stock flow scripts
make -C /OpenROAD-flow-scripts/flow DESIGN_CONFIG=/design/flow/config.mk WORK_HOME=/design/flow/orfs finish
==> flow_metrics.env <==
# yosys + openroad results
export IMPL_crit_fanout=1
export IMPL_mux_share=0.144
export IMPL_timing_fmax_mhz=341
export IMPL_cts_root_buffer="clkbuf_8"
export IMPL_placementRows=32
export IMPL_report_final_slew_viol_count=0
export IMPL_setup_tns_ns=0
export IMPL_rsz0062_at_grt="false"
export IMPL_start_kind="input pin"
export IMPL_reg2regPathDepth=6
export IMPL_tightest_slew_ns=0.737
export IMPL_lay_top_cells="clkdlybuf4s50_1, dfrtp_1, xor2_1"
export IMPL_warning_count=25
export IMPL_postSynthAreaPerCell_sq_um=12.6
export IMPL_r2r_end="DUT2.counter[14]$_DFFE_PP0P_"
export IMPL_io_buffer_count=41
export IMPL_fp_dieH_microns=108
export IMPL_drt_iter0_markers=34
export IMPL_end_kind="primary output"
export IMPL_ff2ff_setup_slack_ns=2.25
export IMPL_largest_reg_flops=20
export IMPL_finalClockSkew_ns=0.00372
export IMPL_power_total_mw=0.880
export IMPL_ys_types=28
export IMPL_clk_pin_slew_ns=0.07
export IMPL_grt_overflow=0
export IMPL_antenna_found_initial=0
export IMPL_irDropWorstVdd_mv=0.193
export IMPL_postCtsSetupRepairBufs=0
export IMPL_async_flop_share=1.00
export IMPL_hold_path_depth=1
export IMPL_netlist_instances=87
export IMPL_routed_wirelength_microns=2450
export IMPL_cts_resized=0
export IMPL_holdPathEnd="DUT2.counter[16]$_DFFE_PP0P_"
export IMPL_arrival_ns=2.11
export IMPL_worst_slew_margin_rel=0.508
export IMPL_area_growth_pct=53.5
export IMPL_drc=0
export IMPL_period_needed_ns=2.93
export IMPL_ys_sh_aoi=0.0172
export IMPL_firstDrtPassIters=4
export IMPL_power_leakage_nw=0.660
export IMPL_drv_cap=0
export IMPL_chipArea_sq_um=11700
export IMPL_yosys_warnings=5
export IMPL_reg_top3="DUT2.counter: 20 flops"
export IMPL_largest_register="DUT2.counter"
export IMPL_cts_buffers=3
export IMPL_drt_wirelength_per_cell_microns=10.5
export IMPL_ys_cells=87
export IMPL_finalHoldViolations=0
export IMPL_ys_area_sq_um=1090
export IMPL_syn_area_sq_um=1090
export IMPL_clock_latency_late_pin_ns=0.25
export IMPL_ys_sh_xor=0.144
export IMPL_ys_sh_simple=0.204
export IMPL_ios=42
export IMPL_core_area_sq_um=7650
export IMPL_cts_sinks=20
export IMPL_grt_pass1_vias=785
export IMPL_crit_type="input pin to primary output"
export IMPL_drive_gt1_frac=0.146
export IMPL_critPathRequiredTime_ns=3.28
export IMPL_synth_seq_share=0.460
export IMPL_layout_top_cell="clkdlybuf4s50_1"
export IMPL_grt_pass1_wl_microns=3970
export IMPL_worstHoldStart="DUT2.counter[16]$_DFFE_PP0P_"
export IMPL_synthFlopType="dfrtp_1"
export IMPL_grt_total_usage=0.0419
export IMPL_logic_family="simple AND/OR/NAND/NOR gates"
export IMPL_fin_crit_sh=0.716
export IMPL_postRouteAntennaNets=0
export IMPL_die_w_microns=108
export IMPL_antenna_cells=0
export IMPL_synthAdderAreaFrac=0.0115
export IMPL_gp_congestion=0.849
export IMPL_ys_ff=20
export IMPL_pwr_density_cell_nw_per_um2=525
export IMPL_hpwl_microns=1950
export IMPL_cts_buffer_depth=2
export IMPL_rr_startpoint="DUT2.counter[0]$_DFFE_PP0P_"
export IMPL_finalSetupViolCount=0
export IMPL_edf_count=0
export IMPL_via_per_inst=3.51
export IMPL_vias=814
export IMPL_cts_tree="yes"
export IMPL_ctsHoldBuffers=0
export IMPL_min_path_type="flop to flop"
export IMPL_cts_htree_levels=1
export IMPL_status="completed"
export IMPL_grt_start_max_net_pins=21
export IMPL_fp_util=0.143
==> metal layers <==
| metal | up-vias | track usage | part of all wire |
|---|---|---|---|
| met5 | - | 0 | 0 |
| met4 | 0 | 0.00191 | 0 |
| met3 | 0 | 0.0199 | 0.15 |
| met2 | 45 | 0.0470 | 0.33 |
| met1 | 373 | 0.0708 | 0.52 |
| li1 | 396 | - | - |
==> how the worst max path moves through the flow <==
stage | startpoint | endpoint | slack [ns] | cells after the start
after CTS | ssegValues[0] | sseg[0] | 1.15 | 3
after global routing | ssegValues[0] | sseg[0] | 1.10 | 3
final | ssegValues[0] | sseg[0] | 1.17 | 3
==> cell type report <==
type                    count  area [sq um]
clock buffers               4          55.1
fillers                   804          5970
flip-flops and latches     20           503
well taps                 102           128
repair buffers             41           410
multi-input cells          62           569
inverters                   3          11.3
==> through the flow <==
step            util  hold slack (ns)  instance area (sq um)  cells  setup WS [ns]
6_report       0.219            0.474                   1680    232           1.17
5_1_grt        0.219            0.489                   1680    232           1.10
4_1_cts        0.219            0.477                   1680    232           1.15
3_5_place_dp   0.212            0.463                   1620    228           1.16
3_3_place_gp   0.212            0.462                   1620    228           1.15
2_1_floorplan      -            0.443                   1090     87           2.05
==> critical path, cell delays in order <==
cell and delay [ns]:
clkdlybuf4s50_1 0.42, mux4_2 0.46, clkdlybuf4s50_1 0.42
==> kinds of logic after synthesis <==
family / Yosys count
XOR/XNOR: 18
flip-flops: 20
buffers and inverters: 5
adder cells (fa/ha/maj): 1
AND-OR/OR-AND: 3
multiplexers: 7
AND/OR/NAND/NOR: 33
==> Yosys cell counts, types with 2 or more instances <==
library cell	instances	share of area
nor4_2	2	0.023
inv_1	3	0.010
xnor2_1	8	0.064
nand2_1	6	0.021
nor3_1	3	0.014
nor2_1	7	0.024
dfstp_2	2	0.048
xor2_1	10	0.080
or3_1	3	0.017
mux4_2	7	0.14
nand2b_1	2	0.011
dfrtp_1	18	0.41
==> power breakdown <==
group	total (mW)	switching, mW	internal [mW]
Clock	0.145	0.0597	0.0853
Sequential	0.422	0.129	0.293
Combinational	0.313	0.0976	0.215
Power is estimated from default activity; no workload was simulated.
